$ cat ./run.sh
#!/bin/bash
# OpenROAD 26Q1-2900-gdf79404cd8, Yosys 0.63+post, stock flow scripts
make -C /OpenROAD-flow-scripts/flow DESIGN_CONFIG=/design/flow/config.mk WORK_HOME=/design/flow/orfs finish
$ cat ./config.mk
export PLATFORM = sky130hd
export DESIGN_NAME = lcd
export DESIGN_NICKNAME = lcd
export VERILOG_FILES = /design/flow/design.v
export SDC_FILE = /design/flow/constraint.sdc
export NUM_CORES = 4
export LEC_CHECK = 1
export CORE_UTILIZATION = 40
$ cat ./constraint.sdc
current_design lcd

set clk_period 3.5
set clk_io_pct 0.2

create_clock -name clk0 -period $clk_period [get_ports {clk_50}]

set non_clock_inputs [all_inputs -no_clocks]
set_input_delay [expr $clk_period * $clk_io_pct] -clock clk0 $non_clock_inputs
set_output_delay [expr $clk_period * $clk_io_pct] -clock clk0 [all_outputs]
$ cat ./design.v
module lcd
(
	input clk_50,
	output lcd_rs,
	output lcd_rw,
	output lcd_e,
	output [3 : 0] lcd_d
);
reg 				init_flag 		= 1'b0;
reg	[19 : 0] init_counter 	= 20'h0;
reg				symbol_counter = 1'b0;
reg 	[11 : 0] delay_counter 	= 12'h0;
reg r_lcd_rs = 1'b1;
reg r_lcd_rw = 1'b0;
reg r_lcd_e = 1'b1;
reg [3 : 0] r_lcd_d = 4'h4;
assign lcd_rs = init_flag ? w_lcd_rs : r_lcd_rs;
assign lcd_rw = init_flag ? w_lcd_rw : r_lcd_rw;
assign lcd_e = init_flag ? w_lcd_e : r_lcd_e;
assign lcd_d = init_flag ? w_lcd_d : r_lcd_d;
always @(negedge clk_50)
begin
	r_lcd_rw <= 1'b1;
	r_lcd_rs <= 1'b0;
	if (init_counter < 20'd1015082)
		begin
			init_counter <= init_counter + 1'b1;
		end
	else
	begin
		init_flag <= 1'b0;
			if (symbol_counter == 1'b0) 
				begin
					symbol_counter <= 1'b1;
					r_lcd_d [3 : 0] <= ~(LCD_SYMBOL(4'h7) >> 4);
				end
			else
				if (symbol_counter == 1'b1)
					begin
						delay_counter <= delay_counter + 1'b1;
						if (delay_counter == 12'd2150)
							begin
								symbol_counter <= 1'b0;
								delay_counter <= 12'h0;
								r_lcd_d [3 : 0] <= ~(LCD_SYMBOL(4'h7));
							end
					end
	end
end
function [7 : 0] LCD_SYMBOL;
input [4 : 0] num_symbol;
begin
	case (num_symbol)
		4'h0 : LCD_SYMBOL = 8'b00110000;
		4'h1 : LCD_SYMBOL = 8'b00110001;
		4'h2 : LCD_SYMBOL = 8'b00110010;
		4'h3 : LCD_SYMBOL = 8'b00110011;
		4'h4 : LCD_SYMBOL = 8'b00110100;
		4'h5 : LCD_SYMBOL = 8'b00110101;
		4'h6 : LCD_SYMBOL = 8'b00110110;
		4'h7 : LCD_SYMBOL = 8'b00110111;
		4'h8 : LCD_SYMBOL = 8'b00111000;
		4'h9 : LCD_SYMBOL = 8'b00111001;
		4'ha : LCD_SYMBOL = 8'b01000001;
		4'hb : LCD_SYMBOL = 8'b01000010;
		4'hc : LCD_SYMBOL = 8'b01000011;
		4'hd : LCD_SYMBOL = 8'b01000100;
		4'he : LCD_SYMBOL = 8'b01000101;
		4'hf : LCD_SYMBOL = 8'b01000110;
	endcase
end
endfunction
lcd_init lcd_init (
.init_flag(init_flag),
.clk_50(clk_50),
.lcd_rs(w_lcd_rs),
.lcd_rw(w_lcd_rw),
.lcd_e(w_lcd_e),
.lcd_d(w_lcd_d)
);
endmodule
module lcd_init
(
	input init_flag,
	input clk_50,
	output lcd_rs,
	output lcd_rw,
	output lcd_e,
	output [3 : 0] lcd_d
);
reg [19 : 0] counter = 20'h0;
reg [5 : 0] init_counter = 6'h0;
reg r_lcd_rs = 1'b1;
reg r_lcd_rw = 1'b0;
reg r_lcd_e = 1'b1;
reg [3 : 0] r_lcd_d = 4'h4;
assign lcd_rs = r_lcd_rs;
assign lcd_rw = r_lcd_rw;
assign lcd_e = r_lcd_e;
assign lcd_d = r_lcd_d;
always @(posedge clk_50)
begin
if (init_flag)
	begin
		r_lcd_rs <= 1'b1;
		r_lcd_rw <= 1'b1;
		if (counter <= 19'd1015082)
			counter <= counter + 1'b1;
		if (counter == 19'd800000	||
			counter == 19'd1010000 ||
			counter == 19'd1015050)
				init_counter <= init_counter + 1'b1;
		if (counter >= 19'd1015051 && counter <= 19'd1015082 )
			init_counter <= init_counter + 1'b1;
		case (init_counter)
		6'd1: r_lcd_e <= 1'b0;
		6'd2: r_lcd_d <= 4'b1100;
		6'd3: r_lcd_e <= 1'b1; 
		6'd4: r_lcd_e <= 1'b0;
		6'd5: r_lcd_d <= 4'b1100;
		6'd6: r_lcd_e <= 1'b1;
		6'd7: r_lcd_e <= 1'b0; 
		6'd8: r_lcd_d <= 4'b1100;
		6'd9: r_lcd_e <= 1'b1;
		6'd10: r_lcd_e <= 1'b0; 
		6'd11: r_lcd_d <= 4'b1101;
		6'd12: r_lcd_e <= 1'b1;
		6'd13: r_lcd_e <= 1'b0; 
		6'd14: r_lcd_d <= 4'b1101;
		6'd15: r_lcd_e <= 1'b1;
		6'd16: r_lcd_e <= 1'b0; 
		6'd17: r_lcd_d <= 4'b1111;
		6'd18: r_lcd_e <= 1'b1;
		6'd19: r_lcd_e <= 1'b0; 
		6'd20: r_lcd_d <= 4'b1111;
		6'd21: r_lcd_e <= 1'b1;
		6'd22: r_lcd_e <= 1'b0; 
		6'd23: r_lcd_d <= 4'b0111;
		6'd24: r_lcd_e <= 1'b1;
		6'd25: r_lcd_e <= 1'b0; 
		6'd26: r_lcd_d <= 4'b1111;
		6'd27: r_lcd_e <= 1'b1;
		6'd28: r_lcd_e <= 1'b0; 
		6'd29: r_lcd_d <= 4'b1110;
		6'd30: r_lcd_e <= 1'b1;
		6'd31: r_lcd_e <= 1'b0; 
		6'd32: r_lcd_d <= 4'b1111;
		6'd33: r_lcd_e <= 1'b1;
		6'd34: r_lcd_e <= 1'b0; 
		6'd35: r_lcd_d <= 4'b0011;
		endcase
	end
end
endmodule
==> summary.txt <==
Results of the full flow below.

Outcome:
- The flow ran to the end, and the final reports show no timing, DRC or antenna violations.

Yosys:
- The run puts the post-synthesis async set-or-reset flop share at 0%.
- Counting flops with a built-in enable in the synthesized netlist gives 35.
- The run puts the part of the Yosys area used for sequential elements at 59.1%.
- The synthesized netlist was found by Yosys to have 151 cells.
- The run puts the number of synthesized register bits at 37.
- For this run, the chip area from Yosys synthesis comes to 1850 sq um.
- Counting distinct cell types in the post-synthesis netlist gives 34.
- In the synthesized netlist the dominant register cell turns out to be sky130_fd_sc_hd__edfxtp_1.
- The run gives the Yosys warning count as 13.
- The run puts the number of instances in the synthesized netlist at 151.
- The run puts the area of the mapped netlist at 1850 sq um.
- sky130_fd_sc_hd__edfxtp_1 takes more of the synthesized area than any other cell.
- The synthesis report lists the most area-consuming cells as sky130_fd_sc_hd__edfxtp_1, sky130_fd_sc_hd__xnor2_1, sky130_fd_sc_hd__xor2_1, sky130_fd_sc_hd__nor2_1, sky130_fd_sc_hd__nand3_1.
- The run gives the mean area per synthesized cell as 12.2 sq um.
- The area fraction of the largest cell type after synthesis is 56.9%.

Die:
- The run puts the die area at 4890 sq um.
- The run gives the number of ports placed on the die boundary as 8.
- The run puts the die extent in y at 69.9 um.
- The run gives the row count as 24.
- The run puts the horizontal die dimension at 69.9 um.
- The run gives the standard cell core area as 4380 sq um.
- The run puts the share of the core filled by cells before placement at 42.1%.

Power:
- The run gives the maximum VDD drop as 0.194 mV.
- The run gives the static leakage as 0.982 nW.
- Power spread over the standard cell area amounts to 426 nW/um^2.

Job:
- The run gives the tool warning count as 63.
- The run gives the tally of max-capacitance violations as 0.

Setup path:
- STA classifies the critical path startpoint as a register.
- The setup path with the least slack is of type reg -> out.
- The most critical setup path has its startpoint at r_lcd_d[3].
- The run gives the beginning of the worst register-to-register path as init_counter[5].
- The required time at the worst endpoint is listed as 2800 ps.
- The run gives the cell with the largest stage delay on the worst path as sky130_fd_sc_hd__edfxtp_1.
- The timing report notes that buffer and inverter cells on the critical path total 1.
- The signal on the critical path passes through dlygate4sd2_1.
- The run gives the family with the most delay on the worst path as flip-flops.
- The run gives the maximum fanout along the worst path as 1.
- The run gives the highest cell delay on the worst timing path as 350 ps.
- STA classifies the critical path endpoint as an output pin.
- The worst register-to-register path depth is 5.
- The run gives the number of cells on the critical path as 1.
- The run puts the worst path arrival time at 2680 ps.

Clock tree:
- The cell sitting at the root of the clock tree is a sky130_fd_sc_hd__clkbuf_8.
- The run puts the clock latency reported for the late side of the worst-skew pair at 350 ps.
- TritonCTS built the clock tree.
- The run gives the clock buffer count from CTS as 5.
- The run puts the number of H-tree branching levels at 2.
- The run puts the CTS sink count at 37.
- The run gives the maximum clock insertion buffer count as 2.
- In the CTS report, the clock slew at the register clock pins of the worst setup and hold paths is listed as 40 ps.
- The run gives the setup fix buffers added after clock tree synthesis as 0.

Routing:
- The run puts the number of iterations in the first detailed-routing pass at 4.
- The run gives the number of nets with antenna violations after routing as 0.
- Once iteration 0 of detailed routing completed, the report listed 78 DRC markers.
- The run puts the total antenna diodes in the routed design at 0.
- The run gives the final routed wirelength across all metal layers as 2870 um.
- The run gives the via-per-instance ratio as 4.88.
- The run gives the detailed-route wire length per cell as 11.5 um.
- The routed layout reports a DRC error count of 0.
- The run gives the total via count after detailed routing as 1216.

Placement:
- The run puts the quantity of I/O buffers inserted on ports at 4.
- The placement summary gives the final routability congestion estimate as 0.771.
- Summed over all nets, the half-perimeter wirelength after detailed placement is 1810 um.
- The run gives the post-place setup slack as 292 ps.

Worst hold path:
- The launch point of the worst min-delay path is recorded as init_counter[17].
- The run puts the cell count of the worst hold path at 1.
- The type recorded for the worst min-delay path is reg -> reg.

Global route:
- The run puts the wire length of the first global-routing pass at 5020 um.
- The run gives the total routing resource utilization after global routing as 13.4%.
- The run puts the initial antenna violation count at 0.
- Entering global routing, the biggest net connects 23 pins.
- The number of global-route vias before repair is 1251.
- The run gives the final global-route overflow total as 0.

Final timing:
- Setup total negative slack on the finished layout was measured at 0 ps.
- Setup repair after global routing left no endpoint under its margin.
- The run gives the number of setup violations in the final report as 0.
- The run gives the setup clock skew after layout as 13.6 ps.
- The run puts the pin slew with the least headroom to its limit at 884 ps.
- The run puts the worst relative slew slack at 41.1%.
- The run gives the count of endpoints failing hold in the final timing report as 0.
- The run puts the max-slew violation total from the final report at 0.
- Setup slack on the critical path of the routed design comes to 121 ps.

Final layout:
- The run puts the post-synthesis to final-layout area growth at 16.1%.
- The library cells used most frequently in the layout, excluding fill and tap cells, are sky130_fd_sc_hd__inv_1, sky130_fd_sc_hd__edfxtp_1, sky130_fd_sc_hd__nor2_1, sky130_fd_sc_hd__xnor2_1.
- The run gives the fraction of final layout cells with drive strength greater than 1 as 5.58%.
- The run gives the most common cell after layout, fill and taps aside as sky130_fd_sc_hd__inv_1.
## synthesized netlist by cell type, drive strengths merged, types with 3 or more instances
library cell / number
xor2: 11
nor2: 16
ha: 3
inv: 7
nand3: 11
nand4: 8
xnor2: 15
nor3: 4
and3: 3
nand2: 10
edfxtp: 35
buf: 5
## worst paths after layout
| check | endpoint | slack (ps) |
|---|---|---|
| max | lcd_d[3] | 120 |
| min | init_counter[17] | 580 |
| max reg2reg | delay_counter[1] | 1300 |
| min reg2reg | init_counter[17] | 580 |
## metal layers
metal | share of wire (%) | global-route usage [%] | up-vias
met3 | 5.1 | 6.42 | 5
met5 | 0 | 0 | -
met4 | 1.3 | 8.22 | 0
met1 | 51 | 20.5 | 571
met2 | 43 | 16.2 | 22
li1 | - | - | 618
## where the power goes
part | leakage (nW) | switching (W) | internal [W]
clock network | 0.249 | 0.000241 | 0.000188
logic | 0.309 | 0.000000358 | 0.00000107
registers | 0.424 | 0.000000196 | 0.000482
total | 0.982 | 0.000241 | 0.000671
## layout make-up
cell class | count | area, sq um
fillers | 380 | 2240
inverters | 6 | 22.5
flip-flops and latches | 37 | 1090
well taps | 52 | 65.1
clock buffers | 5 | 68.8
clock inverters | 40 | 150
repair buffers | 5 | 42.5
multi-input cells | 104 | 703
## kinds of logic after synthesis
| kind of cell | Yosys count | synth area share, % |
|---|---|---|
| DFF | 37 | 59.1 |
| and+or+nand+nor | 63 | 19.9 |
| buffers and inverters | 13 | 3.46 |
| adders and majority gates | 3 | 2.03 |
| xor gates and xnor gates | 26 | 12.3 |
| other | 2 | 0.407 |
| AOI/OAI and AO/OA | 6 | 2.24 |
| muxes | 1 | 0.610 |
## stage by stage
step	instance area, sq um	total power, W	utilization, %	hold slack, ps	std cells
2_1_floorplan	1860	0.000555	-	541	154
3_3_place_gp	1930	0.000555	44.1	560	205
3_5_place_dp	1930	0.000555	44.1	575	205
4_1_cts	2140	0.000940	48.9	586	249
5_1_grt	2140	0.000995	48.9	615	249
6_report	2140	0.000912	48.9	575	249
## registers in the layout, indices dropped and copies added, names as in the netlist
register	count
delay_counter	12
r_lcd_rs	1
init_counter	20
r_lcd_rw	1
r_lcd_d	2
symbol_counter	1
## repair_timing
action                     4_1_cts  5_1_grt
resized                          4        0
setup endpoints to repair        4        0
hold buffers                     0        0
Power and IR drop assume default switching activity.
